**/design/flow/design.v**
```verilog
module adder
#(parameter N = 31)
(
	input logic [N - 1:0] a, b,
	input logic cin,
	output logic [N - 1:0] s,
	output logic cout
);
	assign {cout, s} = a + b + cin;
endmodule
```
**/design/flow/run.sh**
```bash
#!/bin/bash
# OpenROAD 26Q1-2900-gdf79404cd8, Yosys 0.63+post, stock flow scripts
make -C /OpenROAD-flow-scripts/flow DESIGN_CONFIG=/design/flow/config.mk WORK_HOME=/design/flow/orfs finish
```
**/design/flow/config.mk**
```make
export PLATFORM = sky130hd
export DESIGN_NAME = adder
export DESIGN_NICKNAME = adder
export VERILOG_FILES = /design/flow/design.v
export SDC_FILE = /design/flow/constraint.sdc
export NUM_CORES = 4
export LEC_CHECK = 1
export CORE_AREA = 10 10 96 96
export DIE_AREA = 0 0 106 106
```
**/design/flow/constraint.sdc**
```tcl
current_design adder

set clk_period 14.5
set clk_io_pct 0.2

create_clock -name clk0 -period $clk_period

set non_clock_inputs [all_inputs -no_clocks]
set_input_delay [expr $clk_period * $clk_io_pct] -clock clk0 $non_clock_inputs
set_output_delay [expr $clk_period * $clk_io_pct] -clock clk0 [all_outputs]
```
==> flow_summary.rst <==
Synthesis and place-and-route
=============================

.. list-table::
   :header-rows: 1

   * - Metric
     - Value
   * - Post-CTS Hold Buffers
     - 0
   * - Port Buffers
     - 95
   * - Total power
     - 0.127 mW
   * - Fraction of layout instances using a drive strength above 1
     - 2.93%
   * - Clock network fraction of total power
     - 0%
   * - Max-slew headroom at the worst pin
     - 58.5%
   * - Number of cells in the design after placement
     - 406
   * - Uppermost layer routed
     - met3
   * - Post-Synthesis Mean Instance Area
     - 7.32 µm²
   * - Highest Clock Rate
     - 0.109 GHz
   * - Part of the cycle the worst path needs
     - 63.4%
   * - GPL Wtd Cong
     - 0.829
   * - Number of global-route vias before repair
     - 1888
   * - Number of antenna violations at the first check in global routing
     - 0
   * - Leak
     - 1.17 nW
   * - Combined global-route utilization of all metal layers
     - 9.08%
   * - Buffers inserted by post-CTS timing repair
     - 0
   * - Max-slew violation count
     - 0
   * - DP HPWL
     - 4960 µm
   * - Type of the setup path with the least slack
     - primary input to output pin
   * - Detailed-route vias per instance
     - 4.58
   * - Detail Route Antenna Nets
     - 0
   * - Yosys stat cell total
     - 218
   * - Time the worst path needs with I/O delays and setup
     - 9.20 ns
   * - First-pass GRT wire length
     - 8870 µm
   * - Synthesis Warnings
     - 0
   * - Switching Share
     - 38.7%
   * - Core utilization of the finished layout
     - 36.7%
   * - Floorplan utilization
     - 22.1%
   * - Critical Path Sink Type
     - output pin
   * - WL final
     - 5530 µm
   * - First-iteration detailed-routing DRC count
     - 81
   * - Cell breakdown of the critical path
     - clkdlybuf4s50_1 > fa_1 > fa_1 > a21oi_1 > o21a_1 > o31ai_1 > a31o_2 > a41o_1 > a221oi_1 > xnor2_1 > clkdlybuf4s50_1
   * - Tally of unique sky130hd cells used after synthesis
     - 43
   * - Highest-delay cell along the critical path
     - clkdlybuf4s50_1
   * - Via count
     - 1861
   * - Resize count post-CTS
     - 0
   * - Die Height
     - 106 µm
   * - Transition time at the pin with the least slew margin
     - 0.618 ns
   * - Antenna Cells
     - 0
   * - Total negative slack for setup checks
     - 0 ns
   * - Worst vdd ir
     - 0.0199 mV
   * - Data arrival at the endpoint of the critical path
     - 6.30 ns
   * - Cell internal power dissipation
     - 0.0780 mW
   * - Critical Path Source Type
     - primary input
   * - Drt first pass iters
     - 4
   * - Unrepaired setup endpoints after global routing
     - no
   * - Boundary pin count
     - 95
   * - Chip area
     - 0.0112 mm²
   * - Dominant cell type by area after synthesis
     - ha_1
   * - Buf+Inv Stages, Crit Path
     - 2
   * - Leading cell types by total area after synthesis
     - ha_1 (24%), a21oi_1 (9.1%), a21o_1 (8.9%), xnor2_1 (8.2%), xor2_1 (6.6%)
   * - Total routed wire length on the met1 layer
     - 2860 µm
   * - Post-Place Worst Slack
     - 5.30 ns
   * - Post-route setup slack
     - 5.30 ns
   * - Cell family with the largest share of critical-path delay
     - AND-OR/OR-AND gates
   * - Worst Path Max Fanout
     - 4
   * - Met3 routed wirelength
     - 250 µm
   * - Finished Layout Cells
     - 406
   * - Die boundary width
     - 106 µm
   * - Pin count of the biggest net entering global routing
     - 10
   * - Clock buffer count in the final layout
     - 0
   * - Wire length per cell
     - 13.6 µm
   * - Tool Warnings
     - 32
   * - Sum of overflow across all layers after global routing
     - 0
   * - Wire length on met2
     - 2420 µm
   * - Logic pwr share
     - 100.0%
   * - Total cell area reported by yosys after synthesis
     - 0.00160 mm²
   * - Data required time at the worst endpoint
     - 11.60 ns
   * - DRC violations left
     - 0
   * - Sequential area share after synthesis
     - 0%
   * - Rows
     - 31
   * - Fraction of post-synthesis cell area in the top cell type by area
     - 23.5%
   * - Synthesized netlist cell count
     - 218
   * - Slowest cell delay on critical path
     - 0.49 ns
   * - Power density relative to cell area
     - 48.1 mW/mm²
   * - Post-synthesis instance area
     - 0.00160 mm²
   * - Count of endpoints failing setup in the final report
     - 0
   * - Outcome
     - complete, no violations
   * - Portion of total power attributed to sequential cells
     - 0%
   * - Sequential cell count
     - 0
   * - MaxCap Viol Count
     - 0
   * - Type of the worst min-delay path
     - primary input to output pin
   * - Growth of design area from synthesis to finish
     - 65.9%
   * - Core Footprint
     - 0.00721 mm²
   * - Sequential cell area
     - 0 µm²
   * - Final-report hold violation count
     - 0
   * - NetSw
     - 0.0492 mW
stage by stage:
step	hold WS [ns]	area, µm²
floorplan	5.90	1600
global route	6.94	2650
finish	6.91	2650
detailed placement	6.92	2650
global placement	6.89	2650
CTS	6.92	2650
layer usage:
metal	global-route usage, %	vias up
li1	-	992
met1	12.8	812
met2	15.3	57
met3	1.22	0
met4	0	0
met5	0	-
layout by cell type, fill, tap and decap left out, drive strengths merged, types with 3 or more instances in the layout:
cell and n:
ha 30, a21o 19, clkdlybuf4s50 95, nand2 21, o21ai 9, nand3 8, nor2b 4, o211ai 3
a21oi 31, nor3 4, a31oi 4, o21bai 5, nor2 8, xnor2 15, xor2 12, inv 11
cell type report:
| cell class | instances | area, µm² |
|---|---|---|
| tap | 99 | 124 |
| timing repair buffer | 95 | 951 |
| inverter | 11 | 41.3 |
| multi-input combinational | 201 | 1530 |
| fill | 755 | 4570 |
final timing paths:
kind	depth (start not counted)	startpoint	slack, ns	endpoint
worst min-delay path	4	b[30]	6.91	s[30]
worst max-delay path	11	a[0]	5.30	s[30]
power by group through the flow:
stage | logic, mW | clock network, mW | registers [mW]
after global routing | 0.141 | 0 | 0
after CTS | 0.129 | 0 | 0
final | 0.127 | 0 | 0
cells in the mapped netlist, types with 2 or more instances:
library cell	number
nand2_1	20
nand3_1	8
a21oi_2	2
nor2_1	8
a211oi_1	2
a21oi_1	29
xor2_1	12
nor3_1	4
fa_1	2
clkbuf_1	5
o21ai_0	4
ha_1	30
nand2b_1	2
nand4_1	2
a31oi_1	4
nor2b_1	3
o211ai_1	3
o21ai_1	5
o21bai_1	5
inv_1	11
a21o_1	19
xnor2_1	15
o21a_1	2
nor4_1	2
cells by family (layout without fill, tap and decap cells):
family	count (synthesis)	count (layout)	synth area share [%]
multiplexers	1	1	0.627
XOR/XNOR	27	27	14.8
AND-OR/OR-AND	87	87	37.7
AND/OR/NAND/NOR	54	54	16.7
buffers and inverters	17	106	4.08
adder cells (fa/ha/maj)	32	32	26.0
tightest hold or removal path: cells and delay by family:
family | cells | cell delay (ns)
XOR/XNOR | 1 | 0.08
adder cells (fa/ha/maj) | 1 | 0.17
buffers and inverters | 2 | 0.87
No activity file was given, so power comes from the tool's default toggle rates.
