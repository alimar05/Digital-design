<file path="flow/run.sh">
#!/bin/bash
# OpenROAD 26Q1-2900-gdf79404cd8, Yosys 0.63+post, stock flow scripts
make -C /OpenROAD-flow-scripts/flow DESIGN_CONFIG=/design/flow/config.mk WORK_HOME=/design/flow/orfs finish
</file>
<file path="flow/config.mk">
export PLATFORM = sky130hd
export DESIGN_NAME = mux4_12
export DESIGN_NICKNAME = mux4_12
export VERILOG_FILES = /design/flow/design.v
export SDC_FILE = /design/flow/constraint.sdc
export NUM_CORES = 4
export LEC_CHECK = 1
export CORE_AREA = 10 10 70 70
export DIE_AREA = 0 0 80 80
</file>
<file path="flow/constraint.sdc">
current_design mux4_12

set clk_period 1.1
set clk_io_pct 0.2

create_clock -name clk0 -period $clk_period

set non_clock_inputs [all_inputs -no_clocks]
set_input_delay [expr $clk_period * $clk_io_pct] -clock clk0 $non_clock_inputs
set_output_delay [expr $clk_period * $clk_io_pct] -clock clk0 [all_outputs]
</file>
<file path="flow/design.v">
module mux2_parameter
	#(parameter width = 8)
	(input logic [width - 1:0] d0, d1,
	 input logic s,
	 output logic [width - 1:0] y);
	 assign y = s ? d1 : d0;
endmodule
module mux4_12(
	input logic [11:0] d0, d1, d2, d3,
	input logic [1:0] s,
	output logic [11:0] y
);
	logic [11:0] low, hi;
	mux2_parameter #(12) lowmux(d0, d1, s[0], low);
	mux2_parameter #(12) himux(d2, d3, s[0], hi);
	mux2_parameter #(12) outmux(low, hi, s[1], y);
endmodule
</file>
==> run notes <==
yosys + openroad results -> result of the run finished, violations left, violated checks setup timing, yosys cell count 14, flip-flops 0, total of fill cells in the finished design 380, unique cell type count in the Yosys netlist 4, via count of the first global-routing pass 619, Pre-Place Util about 8.6%, largest net degree at the start of global routing 7, Data arrival, critical path 1.12 ns, maxcap violations 0, post-route insts no fill 134, terminating pin of the worst hold path y[3], Area contributors post-synth mux4_2 77%, mux4_1 18%, buf_6 3.8%, buf_2 1.7%, maximum net fanout on the critical path 4, Cell Pwr Density approximately 320 nW/um^2, maximum resistive drop on vdd 0.118 mV, setup repair after global routing missed its margin true, Core Region 3420 sq um, layout cells sized above 1 44.8%, number of routed nets with antenna violations 0, global routing usage summed across all routing layers under 10%, Min-Delay Path Depth 3, Via Count 479, clock buf count 0, Hold WC Path Type input pin to output port, final design area excluding fillers 1010 sq um, total count of max-transition violations in the final report 0, # hold bufs at CTS 0, Setup Viol. Count Final 12, Logic cell area 270 sq um, die extent in y around 80 um, gate count after technology mapping 14, number of input and output port buffers inserted slightly above 60, total die area around 6400 sq um, type of element capturing the critical path output port, worst hold margin 0.898 ns, area share of the largest cell type after synthesis 76.6%, top cells by count 10 x mux4_2, 2 x mux4_1, 1 x buf_2, 1 x buf_6, start point of the worst min-delay path d3[3], final wirelength 2.04 mm, setup ws final -0.239 ns, global-route wire length before repair 3.24 mm, Remaining DRCs 0, worst slew slack as a fraction of its limit about nine tenths, element type at the critical path start input pin, synthesis-to-layout area growth 242%, tally of yosys warning messages 0, synthesized area divided by synthesized cell count 21.0 sq um, Routed WL per cell 15.2 um, critical path start-end classification input pin to output port, floorplan die width 80 um, post-synthesis cell type with the largest combined area mux4_2, area reported by Yosys stat 294 sq um, initial antenna violation count 1, Placed Cells incl. Taps 124, number of detailed-routing iterations run before antenna repair 2, Setup Slack @ Placement -1.05 ns, standard-cell rows 21, placed standard-cell area 998 sq um, final worst path period need 1.34 ns, static leakage 0.471 nW, Peak Freq 747 MHz, cell with the most instances after synthesis mux4_2, detailed placer's ending HPWL 1.80 mm, Remaining Overflow, GRT 0, Log Warnings 34, share of the clock period used by the worst path 122%, sequential cell area 0 sq um, Post-Synthesis Cell Area ~290 sq um, number of vias per cell 3.57, number of DRC markers after the initial detailed-route iteration 1, total I/O pin count 62, Worst Max-Slew Pin Slew 0.137 ns, sequential cell area fraction in the yosys report 0%, final number of hold-violating endpoints 0, RePlAce Congestion 0.687, Worst EP required 0.88 ns
==> power by group <==
part	internal [mW]	switching, mW	leakage [nW]
sequential	0	0	0
clock	0.000000121	0	0.00000634
combinational	0.244	0.0756	0.471
total	0.244	0.0756	0.471
==> logic make-up (layout without fill, tap and decap cells) <==
family / count (synthesis) / after routing / synth area share, %
buf+inv: 2 / 75 / 5.53
other cells: 0 / 1 / 0
mux: 12 / 12 / 94.5
==> stage by stage <==
stage	TNS [ns]	power (mW)	util, %
floorplan	0	0.0861	-
global placement	-11.63	0.374	29.2
detailed placement	-11.79	0.376	29.2
CTS	-2.63	0.324	29.3
global route	-2.97	0.347	29.5
finish	-2.54	0.319	29.5
==> cells in the final DEF, fill, tap and decap left out <==
cell type | synthesis | routed
diode_2 | 0 | 1
clkdlybuf4s15_1 | 0 | 6
buf_2 | 1 | 13
buf_6 | 1 | 10
buf_12 | 0 | 1
buf_8 | 0 | 1
buf_16 | 0 | 1
mux4_2 | 10 | 12
dlygate4sd2_1 | 0 | 42
buf_4 | 0 | 1
==> layout make-up <==
type | count | share of cell area, %
Antenna cell | 1 | 0.249
Tap cell | 46 | 5.72
Timing Repair Buffer | 75 | 67.2
Multi-Input combinational cell | 12 | 26.9
==> routing by layer <==
layer | track usage (%) | part of all wire (%) | up-vias
li1 | - | - | 225
met1 | 7.19 | 34 | 234
met2 | 12.5 | 60 | 20
met3 | 1.48 | 5.6 | 0
met4 | 0 | 0 | 0
met5 | 0 | 0 | -
==> worst max-delay path, stage by stage <==
cell and delay (ns):
buf_8 0.08, buf_6 0.11, buf_6 0.10, mux4_2 0.48, buf_2 0.13
==> repair_timing <==
item | 4_1_cts | 5_1_grt
resized | 113 | 1
cloned | 1 | 0
setup endpoints to repair | 12 | 12
endpoints found under the hold margin | 0 | 0
setup buffers | 8 | 0
pin swaps | 0 | 0
==> worst max path at each step <==
stage         slack (ns)  startpoint  depth (start not counted)  endpoint
CTS                -0.25        s[0]                          5      y[6]
global route       -0.28        s[0]                          5      y[5]
finish             -0.24        s[0]                          5      y[8]
No activity file was given, so power comes from the tool's default toggle rates.
