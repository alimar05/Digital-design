**./constraint.sdc**
```tcl
current_design exercise14

set clk_period 1.7
set clk_io_pct 0.2

create_clock -name clk0 -period $clk_period

set non_clock_inputs [all_inputs -no_clocks]
set_input_delay [expr $clk_period * $clk_io_pct] -clock clk0 $non_clock_inputs
set_output_delay [expr $clk_period * $clk_io_pct] -clock clk0 [all_outputs]
```
**./config.mk**
```make
export PLATFORM = sky130hd
export DESIGN_NAME = exercise14
export DESIGN_NICKNAME = exercise14
export VERILOG_FILES = /design/flow/design.v
export SDC_FILE = /design/flow/constraint.sdc
export NUM_CORES = 4
export LEC_CHECK = 1
export CORE_AREA = 10 10 70 70
export DIE_AREA = 0 0 80 80
```
**./design.v**
```verilog
module exercise13
#(parameter N = 2)
(
	input logic [N - 1:0] a,
	output logic [2**N - 1:0] y
);
	always_comb
		begin
			y = 0;
			y[a] = 1;
		end
endmodule
module exercise14
(
	input logic [5:0] a,
	output logic [63:0] y
);
	logic [11:0] y2_4;
	exercise13 dec1(a[1:0], y2_4[3:0]);
	exercise13 dec2(a[3:2], y2_4[7:4]);
	exercise13 dec3(a[5:4], y2_4[11:8]);
	assign y[0] = y2_4[0] & y2_4[4] & y2_4[8];
    assign y[1] = y2_4[1] & y2_4[4] & y2_4[8];
    assign y[2] = y2_4[2] & y2_4[4] & y2_4[8];
    assign y[3] = y2_4[3] & y2_4[4] & y2_4[8];
    assign y[4] = y2_4[0] & y2_4[5] & y2_4[8];
    assign y[5] = y2_4[1] & y2_4[5] & y2_4[8];
    assign y[6] = y2_4[2] & y2_4[5] & y2_4[8];
    assign y[7] = y2_4[3] & y2_4[5] & y2_4[8];
    assign y[8] = y2_4[0] & y2_4[6] & y2_4[8];
    assign y[9] = y2_4[1] & y2_4[6] & y2_4[8];
    assign y[10] = y2_4[2] & y2_4[6] & y2_4[8];
    assign y[11] = y2_4[3] & y2_4[6] & y2_4[8];
    assign y[12] = y2_4[0] & y2_4[7] & y2_4[8];
    assign y[13] = y2_4[1] & y2_4[7] & y2_4[8];
    assign y[14] = y2_4[2] & y2_4[7] & y2_4[8];
    assign y[15] = y2_4[3] & y2_4[7] & y2_4[8];
    assign y[16] = y2_4[0] & y2_4[4] & y2_4[9];
    assign y[17] = y2_4[1] & y2_4[4] & y2_4[9];
    assign y[18] = y2_4[2] & y2_4[4] & y2_4[9];
    assign y[19] = y2_4[3] & y2_4[4] & y2_4[9];
    assign y[20] = y2_4[0] & y2_4[5] & y2_4[9];
    assign y[21] = y2_4[1] & y2_4[5] & y2_4[9];
    assign y[22] = y2_4[2] & y2_4[5] & y2_4[9];
    assign y[23] = y2_4[3] & y2_4[5] & y2_4[9];
    assign y[24] = y2_4[0] & y2_4[6] & y2_4[9];
    assign y[25] = y2_4[1] & y2_4[6] & y2_4[9];
    assign y[26] = y2_4[2] & y2_4[6] & y2_4[9];
    assign y[27] = y2_4[3] & y2_4[6] & y2_4[9];
    assign y[28] = y2_4[0] & y2_4[7] & y2_4[9];
    assign y[29] = y2_4[1] & y2_4[7] & y2_4[9];
    assign y[30] = y2_4[2] & y2_4[7] & y2_4[9];
    assign y[31] = y2_4[3] & y2_4[7] & y2_4[9];
    assign y[32] = y2_4[0] & y2_4[4] & y2_4[10];
    assign y[33] = y2_4[1] & y2_4[4] & y2_4[10];
    assign y[34] = y2_4[2] & y2_4[4] & y2_4[10];
    assign y[35] = y2_4[3] & y2_4[4] & y2_4[10];
    assign y[36] = y2_4[0] & y2_4[5] & y2_4[10];
    assign y[37] = y2_4[1] & y2_4[5] & y2_4[10];
    assign y[38] = y2_4[2] & y2_4[5] & y2_4[10];
    assign y[39] = y2_4[3] & y2_4[5] & y2_4[10];
    assign y[40] = y2_4[0] & y2_4[6] & y2_4[10];
    assign y[41] = y2_4[1] & y2_4[6] & y2_4[10];
    assign y[42] = y2_4[2] & y2_4[6] & y2_4[10];
    assign y[43] = y2_4[3] & y2_4[6] & y2_4[10];
    assign y[44] = y2_4[0] & y2_4[7] & y2_4[10];
    assign y[45] = y2_4[1] & y2_4[7] & y2_4[10];
    assign y[46] = y2_4[2] & y2_4[7] & y2_4[10];
    assign y[47] = y2_4[3] & y2_4[7] & y2_4[10];
    assign y[48] = y2_4[0] & y2_4[4] & y2_4[11];
    assign y[49] = y2_4[1] & y2_4[4] & y2_4[11];
    assign y[50] = y2_4[2] & y2_4[4] & y2_4[11];
    assign y[51] = y2_4[3] & y2_4[4] & y2_4[11];
    assign y[52] = y2_4[0] & y2_4[5] & y2_4[11];
    assign y[53] = y2_4[1] & y2_4[5] & y2_4[11];
    assign y[54] = y2_4[2] & y2_4[5] & y2_4[11];
    assign y[55] = y2_4[3] & y2_4[5] & y2_4[11];
    assign y[56] = y2_4[0] & y2_4[6] & y2_4[11];
    assign y[57] = y2_4[1] & y2_4[6] & y2_4[11];
    assign y[58] = y2_4[2] & y2_4[6] & y2_4[11];
    assign y[59] = y2_4[3] & y2_4[6] & y2_4[11];
    assign y[60] = y2_4[0] & y2_4[7] & y2_4[11];
    assign y[61] = y2_4[1] & y2_4[7] & y2_4[11];
    assign y[62] = y2_4[2] & y2_4[7] & y2_4[11];
    assign y[63] = y2_4[3] & y2_4[7] & y2_4[11];	
endmodule
```
**./run.sh**
```bash
#!/bin/bash
# OpenROAD 26Q1-2900-gdf79404cd8, Yosys 0.63+post, stock flow scripts
make -C /OpenROAD-flow-scripts/flow DESIGN_CONFIG=/design/flow/config.mk WORK_HOME=/design/flow/orfs finish
```
==> results.py <==
# Physical implementation metrics
metrics = {
    "synthesis": {
        "synth.cell_area_um2": 465.4,
        "avgSynthCellArea_um2": 4.899,
        "syn_inst": 95,
        "yosysChipArea_um2": 465.4,
        "synth_cell_types": 11,
        "yosys_warnings": 1,
        "ys_cells": 95,
        "ys_seq_frac": 0,
    },
    "drt": {
        "viasPerCell": 4.294,
        "wirelength_um": 3640,
        "ant_nets": 0,
        "n_antenna_cell": 0,
        "wire_per_inst_um": 14.86,
        "vias": 1052,
        "first_pass_iters": 4,
        "drt-initial-drc-count": 33,
        "route.detailed.drc": 0,
    },
    "critical_path": {
        "critical_path.max_fanout": 8,
        "startpoint_type": "input pin",
        "crit_path_end_kind": "output port",
        "path_class": "in2out",
        "crit_required_ns": 1.36,
        "arrival_ns": 1.39,
    },
    "final_layout": {
        "syn_to_final_growth_pct": 272.8,
        "instances_no_fill": 245,
        "seqCellArea_um2": 0,
        "final_cell_mix": "41 x dlygate4sd2_1, 38 x nor2_1, 26 x buf_4",
        "lay_top_count": "dlygate4sd2_1",
        "postLayoutCellArea_um2": 1735,
        "seq_cell_count": 0,
        "final_util": 0.5081,
        "nClkBuffers": 0,
        "drive_gt1_frac": 0.5226,
    },
    "power": {
        "pwr-share-comb": 1.000,
        "total_leakage_power_nw": 0.9111,
        "p_sw_mw": 0.1046,
        "p_int_mw": 0.1399,
        "clkPwrFrac": 0,
        "p_per_area_nw_per_um2": 140.9,
        "ir_worst_vdd_uv": 47.67,
        "power_frac_seq": 0,
        "power_mw": 0.2444,
        "swShare": 0.4278,
    },
    "final_timing": {
        "whs_ns": 1.095,
        "slew_headroom": 0.8650,
        "fin_crit_sh": 1.019,
        "setup_tns_ns": -0.05929,
        "grt_setup_unrepaired": "yes",
        "fmax_ghz": 0.5772,
        "worst_pin_slew_ns": 0.2013,
        "layout_setup_ws_ns": -0.03264,
        "finalHoldViolCount": 0,
        "setup_viol": 2,
        "maxSlewViolCount": 0,
        "fin_crit_ns": 1.733,
    },
    "placement": {
        "dp.cells": 216,
        "place.gp.congestion": 0.7168,
        "dpl.hpwl_um": 2443,
        "placed_area_um2": 1301,
        "place_ws_ns": -0.7418,
        "portBuffers": 70,
    },
    "flow_run": {
        "warnings": 34,
        "drv_cap": 0,
    },
    "global_routing": {
        "grt_pass1_vias": 1044,
        "grt_use_total": 0.1077,
        "antenna_found_initial": 0,
        "grt_overflow": 0,
        "grt_max_degree": 9,
        "grt_pass1_wl_um": 5713,
        "met3_usage": 0.03523,
        "top_usage_layer": "met2",
        "grt_use_met1": 0.1334,
        "grt_use_met2": 0.1870,
    },
    "min_path": {
        "hold_start": "a[2]",
        "hold_path.class": "in2out",
        "hold_path_end": "y[9]",
        "hold_depth": 4,
    },
    "die": {
        "rows": 21,
        "boundaryPins": 70,
        "die_area_um2": 6400,
        "core-area_um2": 3416,
        "fp_util": 0.1363,
        "chipWidth_um": 80,
        "die_h_um": 80,
    },
    "outcome": {
        "failed_checks": "setup timing",
        "run_status": "finished with violations",
    },
}
==> critical path, stage by stage <==
cell,delay (ns)
buf_12,0.11
or4b_4,0.54
buf_6,0.14
buf_6,0.11
nor2_2,0.06
buf_2,0.09
==> logic make-up (layout without fill, tap and decap cells) <==
group	Yosys count	after routing	share of synthesized area
and+or+nand+nor	84	85	0.9086
buffers and inverters	11	114	0.09140
==> power by group through the flow <==
stage / Clock (mW) / Combinational (mW) / Sequential (mW)
4_1_cts: 0 / 0.235 / 0
5_1_grt: 0 / 0.261 / 0
6_report: 0 / 0.244 / 0
==> worst max path at each step <==
| stage | from | endpoint | slack, ns | depth (start not counted) |
|---|---|---|---|---|
| CTS | a[4] | y[9] | -0.23 | 4 |
| global route | a[2] | y[17] | -0.06 | 6 |
| finish | a[2] | y[17] | -0.03 | 6 |
==> synth_stat cells <==
cell type,instances,share of area
or4_4,1,0.024
buf_2,1,0.011
nand4_1,1,0.013
clkbuf_1,10,0.081
nand2_1,1,0.0081
nand4b_1,4,0.075
or2_2,1,0.013
nand2b_1,2,0.027
nand4bb_1,6,0.15
or4b_1,4,0.086
nor2_1,64,0.52
==> layout make-up <==
cell class	count	area [um^2]
fillers	326	1680
multi-input cells	85	638.1
well taps	46	57.56
repair buffers	114	1040
==> metal layers <==
layer  vias up  wire [um]  part of all wire
li1        521          -                 -
met1       494       1497              0.41
met2        37       1789              0.49
met3         0        353             0.097
met4         0          0                 0
met5         -          0                 0
==> timing repair <==
action | CTS | global route
buffers inserted | 30 | 1
gates resized | 172 | 33
hold buffers | 0 | 0
endpoints found under the setup margin | 64 | 24
gates cloned | 2 | 0
pin swaps | 50 | 9
No activity file was given, so power comes from the tool's default toggle rates.
